===== flow/design.v =====
`timescale 1ns / 1ps
module brent_kung_generic (a , b , cout , sum);
  parameter N = 64;
  input [N-1:0] a , b;
  output cout;
  output [N-1:0] sum;
  wire [N-1:0] g , p ;
  wire cin;
  reg [N-1:0] g_mem [0:2*$clog2(N)-1];
  reg [N-1:0] p_mem [0:2*$clog2(N)-1];
  assign cin = 0;
  assign g = a & b;
  assign p = a ^ b;
  integer stage , i , j , offset; 
  always@(a or b) begin
     g_mem[0] = g;
     p_mem[0] = p;
    for(stage = 0; stage < $clog2(N) ; stage = stage + 1) begin 
        g_mem[stage + 1] = g_mem[stage];
        p_mem[stage + 1] = p_mem[stage];
      for(i = (2**stage -1); i < N ; i = i + (2**(stage+1))) begin : upper_half 
        g_mem[stage+1][i+(1 << stage)] = g_mem[stage][i+(1 << stage)] | (g_mem[stage][i] &  p_mem[stage][i+(1 << stage)]);
        p_mem[stage+1][i+(1 << stage)] = p_mem[stage][i] & p_mem[stage][i+(1 << stage)];
      end 
    end 
    for(stage = $clog2(N)-2 ; stage >= 0 ; stage = stage - 1) begin 
        offset = $clog2(N) + $clog2(N/2**2);
        g_mem[offset-stage + 1] = g_mem[offset-stage];
        p_mem[offset-stage + 1] = p_mem[offset-stage];
      for(j = (2**(stage+1)-1); j < N-1 ; j = j + (2**(stage+1))) begin : lower_half
        g_mem[offset-stage+1][j+(1 << stage)] = g_mem[offset-stage][j+(1 << stage)] | (g_mem[offset-stage][j] &  p_mem[offset-stage][j+(1 << stage)]);
        p_mem[offset-stage+1][j+(1 << stage)] = p_mem[offset-stage][j] & p_mem[offset-stage][j+(1 << stage)];
      end 
    end 
  end 
  assign sum = p_mem[0] ^ {g_mem[2*$clog2(N)-1][N-2:0] , cin};
  assign cout = g_mem[2*$clog2(N)-1][N-1];
endmodule

===== flow/run.sh =====
#!/bin/bash
# OpenROAD 26Q1-2900-gdf79404cd8, Yosys 0.63+post, stock flow scripts
make -C /OpenROAD-flow-scripts/flow DESIGN_CONFIG=/design/flow/config.mk WORK_HOME=/design/flow/orfs finish

===== flow/config.mk =====
export PLATFORM = sky130hd
export DESIGN_NAME = brent_kung_generic
export DESIGN_NICKNAME = brent_kung_generic
export VERILOG_FILES = /design/flow/design.v
export SDC_FILE = /design/flow/constraint.sdc
export NUM_CORES = 4
export LEC_CHECK = 1
export CORE_AREA = 10 10 124 124
export DIE_AREA = 0 0 134 134

===== flow/constraint.sdc =====
current_design brent_kung_generic

set clk_period 27.0
set clk_io_pct 0.2

create_clock -name clk0 -period $clk_period

set non_clock_inputs [all_inputs -no_clocks]
set_input_delay [expr $clk_period * $clk_io_pct] -clock clk0 $non_clock_inputs
set_output_delay [expr $clk_period * $clk_io_pct] -clock clk0 [all_outputs]

==> impl_results.html <==
<h2>Implementation results</h2>
<table>
<tr><th>Metric</th><th>Value</th></tr>
<tr><th colspan="2">Status</th></tr>
<tr><td>Result of the run</td><td>completed</td></tr>
<tr><th colspan="2">Worst setup path</th></tr>
<tr><td>Critical Path AT</td><td>9.08 ns</td></tr>
<tr><td>Crit. End Element</td><td>output port</td></tr>
<tr><td>Type of the worst setup path</td><td>in -&gt; out</td></tr>
<tr><td>Highest fanout seen on the critical path</td><td>4</td></tr>
<tr><td>Worst setup SP type</td><td>input pin</td></tr>
<tr><td>Cell family contributing the most delay on the critical path</td><td>AND-OR/OR-AND gates</td></tr>
<tr><td>CP max stage cell</td><td>sky130_fd_sc_hd__clkdlybuf4s50_1</td></tr>
<tr><td>CP bufs+invs</td><td>2</td></tr>
<tr><td>Launch point of the critical path</td><td>a[0]</td></tr>
<tr><td>Critical path cell sequence</td><td>clkdlybuf4s50_1, ha_1, fa_1, a21o_1, and4_4, o31ai_2, a2111oi_2, a311o_2, o21ai_4, o31ai_2, fa_1, xor2_1, clkdlybuf4s50_1</td></tr>
<tr><td>Max incr delay on CP</td><td>0.49 ns</td></tr>
<tr><td>Number of cells on the critical path</td><td>13</td></tr>
<tr><td>Critical path required time</td><td>21.60 ns</td></tr>
<tr><th colspan="2">Power</th></tr>
<tr><td>Switching share of total power</td><td>0.355</td></tr>
<tr><td>Cell-internal power</td><td>0.0747 mW</td></tr>
<tr><td>Cell area power density</td><td>23.3 mW/mm²</td></tr>
<tr><td>Leakage power</td><td>2.16 nW</td></tr>
<tr><td>Sequential Power Share</td><td>0</td></tr>
<tr><td>Net switching power</td><td>0.0411 mW</td></tr>
<tr><td>Combinational share of power</td><td>1.000</td></tr>
<tr><td>Clock Power Share</td><td>0</td></tr>
<tr><td>IR drop worst, VDD</td><td>0.00959 mV</td></tr>
<tr><th colspan="2">Routing</th></tr>
<tr><td>First drt pass iteration count</td><td>4</td></tr>
<tr><td>Total number of vias</td><td>2946</td></tr>
<tr><td>Ant. Diodes</td><td>0</td></tr>
<tr><td>DRT Wirelength</td><td>9810 µm</td></tr>
<tr><td>Detail Route Antenna Nets</td><td>0</td></tr>
<tr><td>Via density</td><td>4.31</td></tr>
<tr><td>Initial DRC Count</td><td>34</td></tr>
<tr><td>DRC violation count after routing</td><td>0</td></tr>
<tr><td>Routed wire length per instance</td><td>14.3 µm</td></tr>
<tr><th colspan="2">Worst hold path</th></tr>
<tr><td>Count of cells along the worst hold path</td><td>3</td></tr>
<tr><td>Worst min-delay path class</td><td>in -&gt; out</td></tr>
<tr><td>Hold Startpoint</td><td>b[0]</td></tr>
<tr><th colspan="2">Final timing</th></tr>
<tr><td>Share of the cycle needed by the critical path after routing</td><td>0.536</td></tr>
<tr><td>Least-Margin Pin Slew</td><td>0.443 ns</td></tr>
<tr><td>RSZ-0062 raised after global routing</td><td>no</td></tr>
<tr><td>Setup total negative slack</td><td>0 ns</td></tr>
<tr><td>Min Clock Period, post-route</td><td>14.48 ns</td></tr>
<tr><td>Max Transition Viols Final</td><td>0</td></tr>
<tr><td>Number of hold-slack violations in the final timing report</td><td>0</td></tr>
<tr><td>Highest attainable clock frequency</td><td>0.0690 GHz</td></tr>
<tr><td>Headroom to the max-slew limit</td><td>0.705</td></tr>
<tr><td>Final setup violation count</td><td>0</td></tr>
<tr><td>Hold WS</td><td>11.83 ns</td></tr>
<tr><td>Final WS setup</td><td>12.52 ns</td></tr>
<tr><th colspan="2">Yosys</th></tr>
<tr><td>Yosys stat area</td><td>0.00283 mm²</td></tr>
<tr><td>Yosys cell count</td><td>321</td></tr>
<tr><td>Count of mapped cells out of synthesis</td><td>321</td></tr>
<tr><td>Top area cell types</td><td>sky130_fd_sc_hd__ha_1 28%, sky130_fd_sc_hd__fa_1 23%, sky130_fd_sc_hd__xor2_1 7.1%</td></tr>
<tr><td>Mapped Avg Cell Area</td><td>8.81 µm²</td></tr>
<tr><td>Largest type area fraction</td><td>0.279</td></tr>
<tr><td>Netlist area before placement</td><td>0.00283 mm²</td></tr>
<tr><td>Largest area contributor in the synthesized netlist</td><td>sky130_fd_sc_hd__ha_1</td></tr>
<tr><td>Count of distinct cell types in the synthesized netlist</td><td>48</td></tr>
<tr><td>Count of warnings emitted by yosys</td><td>2239</td></tr>
<tr><td>Portion of the post-synthesis area used by sequential elements</td><td>0</td></tr>
<tr><th colspan="2">Final layout</th></tr>
<tr><td>Clock tree buffer count of the final layout</td><td>0</td></tr>
<tr><td>Fin area</td><td>0.00496 mm²</td></tr>
<tr><td>Layout cell share with drive strength beyond 1</td><td>0.0391</td></tr>
<tr><td>Top Layout Cells</td><td>193 x sky130_fd_sc_hd__clkdlybuf4s50_1, 63 x sky130_fd_sc_hd__ha_1, 32 x sky130_fd_sc_hd__fa_1</td></tr>
<tr><td>Flops</td><td>0</td></tr>
<tr><td>Synthesis-to-layout area growth</td><td>75.6%</td></tr>
<tr><td>Layout filler cell count</td><td>1259</td></tr>
<tr><td>Post-layout util</td><td>0.392</td></tr>
<tr><td>Highest-count logic cell in the final layout</td><td>sky130_fd_sc_hd__clkdlybuf4s50_1</td></tr>
<tr><td>Sequential cell area</td><td>0 µm²</td></tr>
<tr><th colspan="2">Global routing</th></tr>
<tr><td>Total grt overflow</td><td>0</td></tr>
<tr><td>Maximum number of pins on one net before global-route repair</td><td>7</td></tr>
<tr><td>Vias in the first global route</td><td>3276</td></tr>
<tr><td>Number of antenna violations at the first check in global routing</td><td>0</td></tr>
<tr><td>Aggregate global-route resource usage</td><td>0.107</td></tr>
<tr><td>Global-route wire length before repair</td><td>16200 µm</td></tr>
<tr><th colspan="2">Run</th></tr>
<tr><td>Number of logged tool warnings</td><td>32</td></tr>
<tr><td>Max cap viols</td><td>0</td></tr>
<tr><th colspan="2">Floorplan</th></tr>
<tr><td>Placeable Area</td><td>0.0127 mm²</td></tr>
<tr><td>Row count</td><td>41</td></tr>
<tr><td>Die boundary width</td><td>134 µm</td></tr>
<tr><td>Boundary Pins</td><td>193</td></tr>
<tr><td>Die Height</td><td>134 µm</td></tr>
<tr><td>Share of the core filled by cells before placement</td><td>0.223</td></tr>
<tr><td>Total die size</td><td>0.0180 mm²</td></tr>
<tr><th colspan="2">CTS</th></tr>
<tr><td>Number of hold buffers added after cts</td><td>0</td></tr>
<tr><td>Total setup buffers inserted after CTS</td><td>0</td></tr>
<tr><td>Resized cells post-CTS</td><td>0</td></tr>
<tr><th colspan="2">Placement</th></tr>
<tr><td>Placed cell area</td><td>0.00496 mm²</td></tr>
<tr><td>Routability cong.</td><td>0.848</td></tr>
<tr><td>Minimum setup slack after placement</td><td>12.42 ns</td></tr>
<tr><td>Post-detailed-placement half-perimeter wirelength</td><td>9380 µm</td></tr>
<tr><td>IO Port Bufs</td><td>193</td></tr>
</table>
==> power by group through the flow <==
stage | registers (mW) | clock network (mW) | logic, mW
CTS | 0 | 0 | 0.119
global route | 0 | 0 | 0.131
finish | 0 | 0 | 0.116
==> kinds of logic (layout without fill, tap and decap cells) <==
logic type / Yosys count / in the layout / share of synthesized area
fa+ha+maj: 95 / 95 / 0.506
compound gates: 92 / 92 / 0.228
simple gates: 70 / 70 / 0.125
xor+xnor: 31 / 31 / 0.0961
buf+inv: 33 / 224 / 0.0452
==> per-stage QoR <==
step / cells / power (mW)
after CTS: 684 / 0.119
final: 684 / 0.116
after floorplan: 321 / 0.0411
after global placement: 684 / 0.118
after detailed placement: 684 / 0.118
after global routing: 684 / 0.131
==> cell type report <==
| type | count | area [µm²] | share of cell area |
|---|---|---|---|
| Multi-Input combinational cell | 288 | 2700 | 0.544 |
| Timing Repair Buffer | 193 | 1930 | 0.389 |
| Tap cell | 172 | 215 | 0.0434 |
| Inverter | 31 | 116 | 0.0234 |
==> synthesized netlist by cell type (2+ instances only) <==
| cell | n |
|---|---|
| sky130_fd_sc_hd__ha_1 | 63 |
| sky130_fd_sc_hd__fa_1 | 32 |
| sky130_fd_sc_hd__a21oi_1 | 31 |
| sky130_fd_sc_hd__inv_1 | 31 |
| sky130_fd_sc_hd__nand2_1 | 28 |
| sky130_fd_sc_hd__xor2_1 | 23 |
| sky130_fd_sc_hd__o21ai_0 | 14 |
| sky130_fd_sc_hd__a21o_1 | 13 |
| sky130_fd_sc_hd__nor2_1 | 13 |
| sky130_fd_sc_hd__xnor2_1 | 8 |
| sky130_fd_sc_hd__nand4_1 | 6 |
| sky130_fd_sc_hd__nor3_1 | 5 |
| sky130_fd_sc_hd__and2_1 | 4 |
| sky130_fd_sc_hd__or2_2 | 4 |
| sky130_fd_sc_hd__a211oi_1 | 3 |
| sky130_fd_sc_hd__a31oi_1 | 3 |
| sky130_fd_sc_hd__o21a_1 | 3 |
| sky130_fd_sc_hd__o31ai_2 | 3 |
| sky130_fd_sc_hd__nand3_1 | 2 |
| sky130_fd_sc_hd__o2111ai_1 | 2 |
| sky130_fd_sc_hd__o211ai_1 | 2 |
| sky130_fd_sc_hd__o21bai_1 | 2 |
==> worst paths after layout <==
path	slack, ns	endpoint
max	12.52	sum[47]
min	11.83	sum[0]
==> routing by layer <==
| layer | global-route usage | up-vias | share of wire |
|---|---|---|---|
| li1 | - | 1534 | - |
| met4 | 0.00302 | 0 | 0.0035 |
| met2 | 0.195 | 92 | 0.50 |
| met3 | 0.0315 | 2 | 0.079 |
| met1 | 0.129 | 1318 | 0.41 |
| met5 | 0 | - | 0 |
Power figures rest on the tool's default switching activity, not on a simulated workload.
