$ cat ./config.mk
export PLATFORM = sky130hd
export DESIGN_NAME = sklansky_generic
export DESIGN_NICKNAME = sklansky_generic
export VERILOG_FILES = /design/flow/design.v
export SDC_FILE = /design/flow/constraint.sdc
export NUM_CORES = 4
export LEC_CHECK = 1
export CORE_AREA = 10 10 125 125
export DIE_AREA = 0 0 135 135
$ cat ./constraint.sdc
current_design sklansky_generic

set clk_period 16.8
set clk_io_pct 0.2

create_clock -name clk0 -period $clk_period

set non_clock_inputs [all_inputs -no_clocks]
set_input_delay [expr $clk_period * $clk_io_pct] -clock clk0 $non_clock_inputs
set_output_delay [expr $clk_period * $clk_io_pct] -clock clk0 [all_outputs]
$ cat ./design.v
`timescale 1ns / 1ps
module sklansky_generic (a , b , cout , sum);
  parameter N = 64;
  input [N-1:0] a , b;
  output cout;
  output [N-1:0] sum;
  wire [N-1:0] g , p ;
  wire cin;
  reg [N-1:0] g_mem [0:$clog2(N)];
  reg [N-1:0] p_mem [0:$clog2(N)];
  assign cin = 0;
  assign g = a & b;
  assign p = a ^ b;
  integer stage , i , j ,k;		 
  always@(a or b) begin
     g_mem[0] = g;
     p_mem[0] = p;
    for(stage = 0; stage < $clog2(N) ; stage = stage + 1) begin    
        g_mem[stage + 1] = g_mem[stage];
        p_mem[stage + 1] = p_mem[stage];
      for(k = 0 ; k < N/2 ; k = k + 1) begin 					   
        for(i = (2**stage -1); i < N ; i = i + (2**(stage+1))) begin 
          for(j = 0 ; j < 2**stage ; j = j + 1) begin 				 
            g_mem[stage + 1][i+1+j] = g_mem[stage][i+1+j] | (g_mem[stage][i] & p_mem[stage][i+1+j]);
            p_mem[stage + 1][i+1+j] = p_mem[stage][i] & p_mem[stage][i+1+j];
          end 
        end
      end 
    end 
  end 
  assign sum = p_mem[0] ^ {g_mem[$clog2(N)][N-2:0] , cin};
  assign cout = g_mem[$clog2(N)][N-1];
endmodule
$ cat ./run.sh
#!/bin/bash
# OpenROAD 26Q1-2900-gdf79404cd8, Yosys 0.63+post, stock flow scripts
make -C /OpenROAD-flow-scripts/flow DESIGN_CONFIG=/design/flow/config.mk WORK_HOME=/design/flow/orfs finish
==> impl_metrics.tcl <==
# implementation run metrics
set metrics [dict create \
    path_class "primary input to output port" \
    max_cap_violations 0 \
    critPathCapture "sum[43]" \
    min_path_type "primary input to output port" \
    regArea_um2 0 \
    drcViolationCount 0 \
    slew_headroom 0.596 \
    grt_usage 0.120 \
    die_h_um 135 \
    power.share.sequential 0 \
    antenna_found_initial 0 \
    internal_power_uw 127 \
    post-route-min-period_ns 10.21 \
    initCoreUtil 0.235 \
    yosysWarnings 3 \
    worstHoldStart "b[0]" \
    status "finished clean" \
    maxSlewViolCount 0 \
    synth_seq_share 0 \
    fin_util 0.403 \
    tns_ns 0 \
    critPathMaxFanout 6 \
    ctsHoldBuffers 0 \
    fill_cells 1284 \
    syn_avg_cell_area_um2 7.29 \
    wire_per_inst_um 14.9 \
    worst_ep_required_time_ns 13.44 \
    switching_share 0.379 \
    rows 41 \
    top_cells_by_area "ha_1 26%, a21oi_1 6.8%, xnor2_1 6.7%" \
    firstDrtPassIters 4 \
    rsz0062_at_grt "no" \
    synth_stat.cells 412 \
    whs_ns 7.75 \
    n_antenna_cell 0 \
    grt_max_degree 9 \
    io_pins 193 \
    tool_warnings 32 \
    endpoint_kind "output port" \
    die-area_um2 18200 \
    postCtsSetupBuffers 0 \
    setup_viol 0 \
    comb_power_share 1.000 \
    place.gp.congestion 0.956 \
    area_delta_synth_final_pct 71.3 \
    design_area_um2 5150 \
    grt_pass1_vias 3761 \
    hold_viol_final 0 \
    cts_resized 0 \
    top_area_cell "ha_1" \
    lay_top_count "clkdlybuf4s50_1" \
    switching_power_uw 77.4 \
    io_buffers 193 \
    start_kind "primary input" \
    ys_area_um2 3000 \
    top_area_frac 0.262 \
    wirelength_mm 11.5 \
    coreArea_um2 12800 \
    max_freq_ghz 0.0980 \
    ir_worst_vdd_mv 0.0182 \
    drive_gt1_frac 0.0248 \
    drtAntennaViolNets 0 \
    dp_hpwl_mm 10.5 \
    dpl_cell_area_um2 5150 \
    critPathLaunch "a[13]" \
    worst_pin_slew_ns 0.607 \
    post_drt_via_cell_ratio 4.80 \
    fp.dieW_um 135 \
    flop-count 0 \
    powerDensity_nw_per_um2 39.7 \
    drtIter0Drc 97 \
    power_frac_clock 0 \
    min_period_over_period 0.608 \
    grt_first_pass_wirelength_mm 18.4 \
    critPathArrivalTime_ns 6.85 \
    p_leak_uw 0.00219 \
    grt_remaining_overflow 0 \
    syn_area_um2 3000 \
    synth_cell_types 56 \
    nClkBuffers 0 \
    lay_top_cells "193 x clkdlybuf4s50_1, 63 x ha_1, 41 x a21oi_1" \
    dr_total_vias 3726 \
    syn_inst 412 \
]
-- cells in the mapped netlist (2+ instances only) --
library cell / count
and2_1: 3
a221oi_2: 2
nand2_1: 30
nor2_1: 34
nand3_1: 9
and4_1: 4
o311ai_1: 3
o21a_1: 3
o2111ai_1: 4
o311a_1: 3
ha_1: 63
a22oi_1: 2
a21oi_2: 2
nand2b_1: 4
o21ai_1: 3
o21bai_1: 5
a21o_1: 13
xnor2_1: 23
a211oi_1: 7
a21boi_1: 2
and3_1: 6
a31oi_1: 5
nor2b_1: 5
or3_1: 3
fa_1: 6
inv_1: 40
or2_2: 2
o21ai_0: 20
nor3_1: 9
a21oi_1: 41
a2111oi_0: 2
o211ai_1: 5
or4_1: 3
nand4_1: 8
xor2_1: 17
-- metrics by stage --
step / total power, µW / setup WS [ns] / instances
2_1_floorplan: 87.9 / 7.88 / 412
3_3_place_gp: 206 / 6.57 / 776
3_5_place_dp: 207 / 6.54 / 776
4_1_cts: 208 / 6.52 / 776
5_1_grt: 228 / 6.36 / 776
6_report: 204 / 6.59 / 776
-- critical path: stages --
cell and delay, ns:
clkdlybuf4s50_1 0.40, ha_1 0.36, and4_1 0.26, nand3_1 0.10, a311o_1 0.39, a2111oi_4 0.65, o21ai_2 0.15, a21oi_2 0.22
nor2_1 0.12, o311ai_1 0.29, clkdlybuf4s50_1 0.52
-- final cells by class --
class,instances,area [µm²],area share
inverters,40,150,0.0292
well taps,172,215,0.0418
repair buffers,194,1940,0.377
multi-input cells,370,2840,0.552
-- per-layer routing --
metal	vias up	part of all wire	track usage
met3	4	0.097	0.0346
met4	0	0.0071	0.00837
met5	-	0	0
li1	1928	-	-
met1	1654	0.43	0.144
met2	140	0.47	0.215
-- power groups by stage --
stage     Clock, µW  Combinational (µW)  Sequential (µW)
4_1_cts           0                 208                0
5_1_grt           0                 228                0
6_report          0                 204                0
-- worst min path at each step --
| stage | slack (ns) | end | depth (start not counted) |
|---|---|---|---|
| CTS | 7.76 | sum[0] | 3 |
| global route | 7.80 | sum[0] | 3 |
| finish | 7.75 | sum[0] | 3 |
-- cell families after synthesis --
group,Yosys count,synth area share
fa+ha+maj,69,0.302
xor+xnor,40,0.117
mux,1,0.00333
compound gates,135,0.316
buf+inv,42,0.0537
simple gates,125,0.208
No activity file was given, so power comes from the tool's default toggle rates.
