File: config.mk
export PLATFORM = sky130hd
export DESIGN_NAME = array_multiplier
export DESIGN_NICKNAME = array_multiplier
export VERILOG_FILES = /design/flow/design.v
export SDC_FILE = /design/flow/constraint.sdc
export NUM_CORES = 4
export LEC_CHECK = 1
export CORE_UTILIZATION = 40
File: constraint.sdc
current_design array_multiplier

set clk_period 33.1
set clk_io_pct 0.2

create_clock -name clk0 -period $clk_period

set non_clock_inputs [all_inputs -no_clocks]
set_input_delay [expr $clk_period * $clk_io_pct] -clock clk0 $non_clock_inputs
set_output_delay [expr $clk_period * $clk_io_pct] -clock clk0 [all_outputs]
File: run.sh
#!/bin/bash
# OpenROAD 26Q1-2900-gdf79404cd8, Yosys 0.63+post, stock flow scripts
make -C /OpenROAD-flow-scripts/flow DESIGN_CONFIG=/design/flow/config.mk WORK_HOME=/design/flow/orfs finish
File: design.v
module array_multiplier #(
    parameter N = 32   
) (
    input  [N-1:0] a,   
    input  [N-1:0] x,   
    output [2*N-1:0] p  
);
    wire [N-1:0] pp [0:N-1];  	 
    wire [N-1:0] sum [0:N-1]; 	 
  	wire [N-1:0] carry [0:N-1];  
    genvar i, j;
    generate
        for (i = 0; i < N; i = i + 1) begin : gen_pp
            for (j = 0; j < N; j = j + 1) begin : gen_pp_bits
                if(j == N-1 ^ i == N-1)
                    assign pp[i][j] = !(a[i] & x[j]);
                else 
                    assign pp[i][j] = a[i] & x[j];
            end
        end
    endgenerate
    generate
        for (i = 0; i < N; i = i + 1) begin : gen_rows
            for (j = 0; j < N; j = j + 1) begin : gen_cols
                if (i == 0) begin
                    full_adder fa (
                        .a(pp[i][j]),
                        .b(1'b0),
                        .cin(1'b0),  
                        .sum(sum[i][j]),
                        .cout(carry[i][j])
                    );
                end
                else if (i > 1 && j == N-1) begin
                    full_adder fa (
                        .a(pp[i][j]),
                        .b(carry[i-1][j]),
                        .cin(1'b0),  
                        .sum(sum[i][j]),
                        .cout(carry[i][j])
                    );
                end
                else begin
                    full_adder fa (
                        .a(pp[i][j]),
                        .b(sum[i-1][j+1]),
                        .cin(carry[i-1][j]),
                        .sum(sum[i][j]),
                        .cout(carry[i][j])
                    );
                end
            end
        end
    endgenerate
    assign p[0] = sum[0][0];  
    generate
        for (i = 1; i < N; i = i + 1) begin : gen_product_lower
          assign p[i] = sum[i][0];  
        end
      for (i = 0; i < N-1; i = i + 1) begin : gen_product_upper
             full_adder fa (
                        .a(sum[N-1][i+1]),
                        .b(carry[N-1][i]),
                        .cin(c[i]),
            			.sum(p[N+i]),
            			.cout(c[i+1])
                     );
        end
    endgenerate
 	wire [N-1:0] c;
 	assign c[0] = 1'b1;
    assign p[2*N-1] = c[N-1] + 1;
endmodule
module full_adder (
    input a, b, cin,
    output sum, cout
);
    assign sum = a ^ b ^ cin;
    assign cout = (a & b) | (b & cin) | (a & cin);
endmodule
==> impl_metrics.tcl <==
# metrics dict for downstream scripts
set metrics [dict create \
    status "finished with violations" \
    violations "negative setup slack" \
    viasPerCell 4.67 \
    post_drt_wl_per_cell_um 12.2 \
    warnings 35 \
    wl_met3_um 964 \
    placed_cells_incl_taps 3432 \
    drt-pass1-iter-count 4 \
    die_h_um 268 \
    rows 96 \
    startpoint "a[0]" \
    grt_pass1_wl_mm 81.9 \
    hold_viol_final 0 \
    fp_util_pct 40.8 \
    grt_pass1_vias 18600 \
    maxCapViolations 0 \
    setup_slack_ns -6.45 \
    max_stage_delay_ns 0.57 \
    grt.overflow.total 0 \
    hold-worst-slack_ns 14.31 \
    stdcell_count 3441 \
    seq_cells 0 \
    hold_start "x[27]" \
    tightest_slew_ns 0.632 \
    synth.avg_cell_area_um2 11.2 \
    hold_path.class "input port to output port" \
    drive_gt1_share_pct 13.3 \
    dpl.hpwl_mm 40.1 \
    antenna_found_initial 2 \
    synth.distinct_cells 8 \
    highest_layer "met5" \
    die_x_um 268 \
    rsz0062_at_grt "true" \
    drc 0 \
    crit_top_cell "fa_2" \
    grt_usage_pct 14.1 \
    port_buffers 128 \
    grt_max_degree 33 \
    ff_latch_area_um2 0 \
    ios 128 \
    core_um2 69200 \
    stdcell_area_um2 30900 \
    mostFrequentLayoutCells "928 x and2_1, 787 x fa_1, 243 x inv_1, 172 x fa_2, 96 x clkdlybuf4s50_1" \
    gp_congestion 0.808 \
    fin_setup_tns_ns -64.76 \
    yosysWarnings 3 \
    crit_buf_inv 9 \
    die-area_um2 71600 \
    synthCells 2529 \
    slew_viol_final 0 \
    via_count 16100 \
    cp.required_ns 26.48 \
    cp_top_family "adder cells" \
    startpoint_type "input port" \
    totalWireLength_mm 42.1 \
    slowest_stage "fa_2" \
    met2_length_mm 23.2 \
    nClkBuffers 0 \
    path_class "input port to output port" \
    min_period_ns 39.55 \
    placed_area_um2 30500 \
    max_freq_ghz 0.0253 \
    ys_chip_area_um2 28200 \
    crit_fanout 5 \
    setup_viol 19 \
    worstSetupEndpointType "output port" \
    maxSlewHeadroom_pct 57.7 \
    wl_met1_mm 17.7 \
    yosysCellCount 2529 \
    postSynthSeqShare_pct 0 \
    drt-initial-drc-count 157 \
    synthToLayoutAreaGrowth_pct 9.53 \
    antenna_left 0 \
    netlist_area_um2 28200 \
    layout_top_cell "and2_1" \
    period_used_pct 119 \
    critPathArrivalTime_ns 32.93 \
]
==> synthesized netlist by cell type (all sizes together) <==
| library cell | number | area, um2 |
|---|---|---|
| buf | 154 | 931 |
| clkbuf | 101 | 505 |
| and2 | 935 | 5850 |
| inv | 259 | 972 |
| ha | 33 | 413 |
| fa | 959 | 19200 |
| nand2 | 88 | 330 |
==> final cells by class <==
class	count	area (um2)
antenna	1	2.50
fill	6370	38300
inverter	259	972
multi-input combinational	2015	26300
tap	931	1160
timing repair buffer	235	2450
==> tightest hold or removal path: stages <==
cell and delay (ns):
buf_2 0.14, buf_6 0.20, and2_1 0.18, fa_1 0.21, fa_2 0.20, inv_1 0.04, buf_2 0.10
==> per-layer routing <==
| layer | up-vias | global-route usage, % |
|---|---|---|
| met5 | - | 0 |
| met4 | 2 | 0.587 |
| li1 | 7103 | - |
| met3 | 14 | 1.70 |
| met2 | 140 | 24.5 |
| met1 | 8801 | 21.3 |
==> path summary, 6_finish.rpt <==
kind | to | depth (start not counted) | slack [ns]
max | p[62] | 72 | -6.45
min | p[59] | 7 | 14.31
==> timing repair <==
item	in CTS	in global routing
hold endpoints to repair	0	0
hold buffers	0	0
pin swaps	86	11
gates resized	205	21
cloned	6	0
endpoints found under the setup margin	22	22
setup buffers	2	0
==> cells by family after synthesis <==
kind of cell               share of synthesized area [%]
buffers and inverters                               8.54
and+or+nand+nor                                     21.9
adders and majority gates                           69.5
==> stage by stage <==
stage | setup slack (ns) | utilization, %
4_1_cts | -6.57 | 44.6
3_5_place_dp | -6.96 | 44.1
6_report | -6.45 | 44.6
5_1_grt | -7.07 | 44.6
2_1_floorplan | -5.58 | -
3_3_place_gp | -6.98 | 44.1
